### ./run.sh
#!/bin/bash
# OpenROAD 26Q1-2900-gdf79404cd8, Yosys 0.63+post, stock flow scripts
make -C /OpenROAD-flow-scripts/flow DESIGN_CONFIG=/design/flow/config.mk WORK_HOME=/design/flow/orfs finish
### ./config.mk
export PLATFORM = sky130hd
export DESIGN_NAME = Memory_RAM
export DESIGN_NICKNAME = Memory_RAM
export VERILOG_FILES = /design/flow/design.v
export SDC_FILE = /design/flow/constraint.sdc
export NUM_CORES = 4
export LEC_CHECK = 1
export CORE_UTILIZATION = 50
export SYNTH_MEMORY_MAX_BITS = 65536
### ./constraint.sdc
current_design Memory_RAM

set clk_period 42.1
set clk_io_pct 0.2

create_clock -name clk0 -period $clk_period [get_ports {clk}]

set non_clock_inputs [all_inputs -no_clocks]
set_input_delay [expr $clk_period * $clk_io_pct] -clock clk0 $non_clock_inputs
set_output_delay [expr $clk_period * $clk_io_pct] -clock clk0 [all_outputs]
### ./design.v
module Memory_RAM#(
    parameter DATA_WIDTH=32, 		 
	parameter ADDR_WIDTH=8			 
)(
    input [(ADDR_WIDTH-1):0] addr,	 
	input [(DATA_WIDTH-1):0] wdata,	 
    input we,						 
	input clk, 		
	output [(DATA_WIDTH-1):0] q
);
	reg [DATA_WIDTH-1:0] ram[2**ADDR_WIDTH-1:0];
	always@(posedge clk)begin
		if(we)
		    ram[addr] <= wdata;		
	end
    assign q = ram[addr];	
endmodule
==> GITHUB_STEP_SUMMARY <==
## Implementation flow summary

| Metric | Value |
|---|---|
| Status | complete, no violations |
| Syn avg cell area | around 24 sq um |
| Most used cell, CP | buf_4 |
| Buf/Inv on CP | 8 |
| Reg with most FFs | ram |
| Headroom to the max-slew limit | under 10% |
| Top logic family | multiplexers |
| Post-synth EDFFs | 8,192 |
| Final period util | 59.1% |
| Count leader, synth | edfxtp_1 |
| Via count | approximately 150k |
| Cell taking the most area after synthesis | edfxtp_1 |
| Largest regs | ram (8192) |
| VDD IR max | roughly 0.045 mV |
| CTS clk-pin slew, worst paths | approximately 60 ps |
| Area Growth Syn to Fin | 13.9% |
| DPL Wire Length | 495 mm |
| Fin. max-slew vios | 0 |
| Sequential fraction of the synthesis area | about four fifths |
| Core Footprint | just over 600,000 sq um |
| Post-Syn Area | approximately 310,000 sq um |
| AND-OR/OR-AND share of the synthesized area | 3.69% |
| Max FO, Critical Path | 67 |
| Die H | roughly 790 um |
| Xor/xnor share | 0% |
| CP Capture Type | output pin |
| Worst Tran Pin Value | around 1500 ps |
| GRT overflow | 0 |
| Slowest cell on the critical path | o41ai_2 |
| Ys Warns | 1 |
| Fin crit period | between 20,000 and 25,000 ps |
| Chip width | 787 um |
| # rows | 288 |
| Vias in the first global route | around 170k |
| Chip area | ~620,000 sq um |
| Layout cell share with drive strength beyond 1 | slightly above 30% |
| Largest net degree at the start of global routing | 98 |
| Initial drt markers | about 8,800 |
| CTS tree | done |
| Pwr Density | 47.7 nW/um^2 |
| Mux contribution to synthesized area | 15.0% |
| Yosys stat chip area | between 300,000 and 400,000 sq um |
| Max Cap Violations | 0 |
| Share of the synthesized area in the top cell type | 79.8% |
| DRC | 0 |
| Top cells, area | edfxtp_1 80%, mux4_2 15%, a22oi_1 2.5%, a21oi_1 0.83%, clkbuf_1 0.61% |
| Postcts setup bufs | 0 |
| Post-synthesis share of cell area spent on and, or, nand and nor gates | 0.490% |
| PortBufs | between 70 and 80 |
| Fmax | between 40 and 50 MHz |
| TNS Setup | 0 ps |
| Delay-heaviest family, CP | buffers and inverters |
| Post-DRT Antenna Nets | 0 |
| Final tally of hold violations | 0 |
| CTS H-tree depth | 6 |
| WS Path Type | in -> out |
| Gpl congestion | a little under 0.9 |
| P_leak | between 100 and 150 nW |
| Clk Tree Root Cell | clkbuf_16 |
| CP startpoint kind | primary input |
| Core Util, Final | 57.1% |
| Ys flop type | edfxtp_1 |
| Post-synthesis cell count | around 13,000 |
| Critical Path RT | 33,680 ps |
| Post-synth ARST share | 0% |
| GRT Resource Usage Total | 32.3% |
| Antenna violations before repair | 40 |
| Data arrival, critical path | 16,470 ps |
| Routed wire length | 873 mm |
| CTS Hold Buffers Added | 0 |
| Adder Share, Synth | 0% |
| Worst Hold Class | in -> reg |
| TritonCTS Buffers | ~800 |
| PostCTS Resize Cnt | 0 |
| DR pass1 iterations | 7 |
| First-pass GRT wire length | around 1200 mm |
| Top cells by count, synth | 8,192 x edfxtp_1, 2,048 x mux4_2, 1,024 x a22oi_1 |
| Clk sinks | roughly 8,200 |
| Distinct cell type count after synthesis | 21 |
| Boundary pin count | approximately 74 |
| Largest stage delay, worst path | about 1100 ps |
| Log Warnings | 26 |
| Ys cells | about 13,000 |
| Registers, synthesis | between 8,000 and 9,000 |
| Unrepaired setup endpoints after global routing | no |
| Max FFs per register | slightly above 8,000 |
| FP Util | approximately half |
| CTS max path bufs | 4 |
| WL/cell | between 30 and 40 um |
| Final setup viols | 0 |
| Worst path cell trace | buf_16 -> buf_4 -> buf_4 -> buf_4 -> buf_12 -> buf_4 -> buf_4 -> mux4_2 -> a22oi_1 -> a21oi_1 -> o41ai_2 -> nand4_1 -> clkdlybuf4s50_1 |
| Avg Vias per Cell | between 6 and 7 |
-- per-stage QoR --
stage	hold slack (ps)	cells	setup WS, ps	area, sq um	total power, mW
floorplan	8520	13100	23400	308000	9.54
finish	7640	22800	17210	351000	16.8
detailed placement	8800	21300	17120	325000	9.97
global placement	8800	21300	16810	325000	9.96
CTS	7550	22800	17060	351000	16.9
global route	7590	22800	16640	351000	17.2
-- worst paths after layout --
check                 slack, ps  depth (start not counted)     start          to
worst max-delay path      17210                         13   addr[0]       q[23]
worst min-delay path       7640                          1  wdata[9]  ram[39][9]
-- layer usage --
layer	routed length [um]	track usage, %
met2	395000	43.3
met5	2420	3.02
met4	47100	12.4
met1	230000	34.7
met3	199000	31.9
-- cells by family after synthesis --
logic type | count (synthesis)
simple gates | 354
buf+inv | 797
compound gates | 1664
flops | 8192
mux | 2048
-- cells in the final DEF (no fill, tap or decap), drive strengths merged, types with 32 or more instances in the layout --
| cell | n |
|---|---|
| clkbuf | 969 |
| o41ai | 128 |
| buf | 889 |
| clkdlybuf4s50 | 39 |
| bufinv | 64 |
| a22oi | 1024 |
| edfxtp | 8192 |
| a21oi | 512 |
| nor2 | 232 |
| clkinv | 387 |
| nand4 | 32 |
| mux4 | 2048 |
-- final cells by class --
| cell class | instances | area (sq um) |
|---|---|---|
| Antenna cell | 14 | 35.0 |
| Clock buffer | 968 | 20800 |
| Clock inverter | 507 | 4770 |
| Fill cell | 42600 | 264000 |
| Inverter | 1 | 3.75 |
| Multi-Input combinational cell | 4066 | 61800 |
| Sequential cell | 8192 | 246000 |
| Tap cell | 8120 | 10200 |
| Timing Repair Buffer | 929 | 7580 |
-- power breakdown --
group	total (mW)	switching (mW)	internal, mW
Clock	6.95	3.04	3.92
Sequential	8.99	0.00375	8.99
Combinational	0.808	0.543	0.265
Power and IR drop assume default switching activity.
